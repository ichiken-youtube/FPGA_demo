## /design/flow/design.v

```verilog
module PipeLine(
	input wire clk,
	input wire rst,
	input wire key1,
	input wire [9:0]SW,
	output wire [9:0]LED,
	output wire [7:0] HEX0,
	output wire [7:0] HEX1,
	output wire [7:0] HEX2,
	output wire [7:0] HEX3,
	output wire [7:0] HEX4,
	output wire [7:0] HEX5
	);
	reg [7:0] stage1A, stage1B, stage2;
	reg [19:0] counter;   
	reg btn_sync_0, btn_sync_1;  
	reg push_clk;    
	always @(posedge clk) begin
		btn_sync_0 <= key1;
		btn_sync_1 <= btn_sync_0;
	end
	always @(posedge clk) begin
		if (btn_sync_1 == 0) begin
			counter <= 0;
			push_clk <= 0;
		end else if (counter == 20'hFFFFF) begin
			push_clk <= 1;
		end else begin
			counter <= counter + 1;
		end
	end
	always @(posedge push_clk or negedge rst) begin
		if(rst == 0)begin
			stage1A <= 0;
			stage1B <= 0;
			stage2 <= 0;
		end else begin
			stage1A <= SW[2:0]+SW[5:3];
			stage1B <= SW[8:6];
			stage2 <= stage1A + stage1B;
		end
	end
	bin_to_7seg_2digit digit1(SW[2:0], HEX0);
	bin_to_7seg_2digit digit2(SW[5:3], HEX1);
	bin_to_7seg_2digit digit3(SW[8:6], HEX2);
	bin_to_7seg_2digit digit4(stage1A, HEX3);
	bin_to_7seg_2digit digit5(stage1B, HEX4);
	bin_to_7seg_2digit digit6(stage2,  HEX5);
endmodule
module bin_to_7seg_2digit(
    input wire [7:0] bin,          
    output reg [7:0] seg    
);
    reg [3:0] digit;  
    always @(bin) begin
        digit = bin % 10;
    end
    function [7:0] digit_to_7seg;
        input [3:0] digit;
        case (digit)
            4'd0: digit_to_7seg = 8'b11000000;  
            4'd1: digit_to_7seg = 8'b11111001;  
            4'd2: digit_to_7seg = 8'b10100100;  
            4'd3: digit_to_7seg = 8'b10110000;  
            4'd4: digit_to_7seg = 8'b10011001;  
            4'd5: digit_to_7seg = 8'b10010010;  
            4'd6: digit_to_7seg = 8'b10000010;  
            4'd7: digit_to_7seg = 8'b11111000;  
            4'd8: digit_to_7seg = 8'b10000000;  
            4'd9: digit_to_7seg = 8'b10010000;  
            default: digit_to_7seg = 8'b11111111;  
        endcase
    endfunction
    always @(digit) begin
        seg = digit_to_7seg(digit);
    end
endmodule
```

## /design/flow/run.sh

```bash
#!/bin/bash
# OpenROAD 26Q1-2900-gdf79404cd8, Yosys 0.63+post, stock flow scripts
make -C /OpenROAD-flow-scripts/flow DESIGN_CONFIG=/design/flow/config.mk WORK_HOME=/design/flow/orfs finish
```

## /design/flow/config.mk

```make
export PLATFORM = sky130hd
export DESIGN_NAME = PipeLine
export DESIGN_NICKNAME = PipeLine
export VERILOG_FILES = /design/flow/design.v
export SDC_FILE = /design/flow/constraint.sdc
export NUM_CORES = 4
export LEC_CHECK = 1
export CORE_UTILIZATION = 30
```

## /design/flow/constraint.sdc

```tcl
current_design PipeLine

set clk_period 5.0
set clk_io_pct 0.2

create_clock -name clk0 -period $clk_period [get_ports {clk}]

set non_clock_inputs [all_inputs -no_clocks]
set_input_delay [expr $clk_period * $clk_io_pct] -clock clk0 $non_clock_inputs
set_output_delay [expr $clk_period * $clk_io_pct] -clock clk0 [all_outputs]
```

==> qor.yml <==
die:
  die-height_um: 101
  std_cell_rows: 35
  die_area_mm2: 0.0103
  die_w_um: 101
  coreArea_mm2: 0.00942
  io_pins: 71
  fp_util_pct: 31.4
worst_setup_path:
  critPathMaxFanout: 5
  reg2reg_slack_ns: 3.05
  path_cells: "clkdlybuf4s50_1, inv_1, ha_1, and2_1, nor2_1, clkdlybuf4s50_1"
  critPathCaptureType: "output port"
  worstSetupPathType: "in -> out"
  cp_slowest_cell: "clkdlybuf4s50_1"
  required_ns: 4.00
  startpoint_type: "primary input"
  critPathMaxStageDelay_ns: 0.56
  cp.arrival_ns: 2.69
  cpMostUsedCell: "clkdlybuf4s50_1"
detailed_routing:
  drc: 0
  wirelength_um: 5550
  drtAntennaViolNets: 0
  post_drt_wl_per_cell_um: 10.4
  routed_via_density: 4.55
  n_antenna_cell: 0
  firstDrtPassIters: 4
  routed-via-count: 2432
  drt_iter0_markers: 57
logic_synthesis:
  top_cells_by_count: "ha_1, nor2_1, inv_1"
  postSynthAreaPerCell_um2: 8.16
  netlist_area_mm2: 0.00296
  top_cell: "ha_1"
  synthCells: 363
  yosys.area.top_type_share_pct: 16.5
  yosysTopAreaCell: "ha_1"
  yosysCellCount: 363
  area_leaders: "ha_1, dfxtp_1, dfrtp_1"
  ys_seq_share_pct: 25.7
  enable_flop_cells: 0
  async_flop_share_pct: 34.3
  ys_types: 55
  flop_cell: "dfxtp_1"
  yosys_warnings: 15
  yosys.stat.chipArea_mm2: 0.00296
  ys.flops: 35
pwr:
  leakagePower_nw: 1.55
  power_density_mw_per_mm2: 105
  vdd_drop_max_v: 0.000212
finish:
  final_area_mm2: 0.00358
  comb_area_mm2: 0.00197
  fillers: 945
  drive_gt1_share_pct: 5.19
  seq_area_um2: 761
  syn2layout_area_growth_pct: 20.9
timing:
  rsz0062_at_grt: "no"
  unclocked_regs: 12
  untimed_endpoints: 33
  fin_crit_sh_pct: 73.8
  fin_tns_setup_ns: 0
  setup_viol: 0
  tightest_slew_ns: 0.662
  slew_headroom_pct: 55.4
  skew_ns: 0.0111
  hold_violations: 0
  whs_ns: 0.318
  max_freq_mhz: 271
  report.final.slew_viol_count: 0
  period_needed_ns: 3.69
global_routing:
  grt_overflow: 0
  grt_max_degree: 25
  grt_usage_pct: 11.4
  grt_pass1_wl_um: 9600
  grt_pass1_vias: 2187
  antenna_found_initial: 0
placement:
  gp_congestion: 0.829
  place_hpwl_um: 4380
  placed_area_mm2: 0.00353
  io_buffers: 53
worst_hold_path:
  min-delay-path-class: "reg -> reg"
clocking:
  root_buffer: "clkbuf_8"
  clock_latency_ns: 0.27
  postCtsHoldBufs: 0
  postCtsSetupBuffers: 0
  clkSlewWorstSetupHoldPaths_ns: 0.09
  postCtsResizedCells: 0
  htreeDepth: 1
  cts_buffer_depth: 2
  cts_tree: "yes"
  cts_buffers: 3
job:
  tool_warnings: 50
  maxCapViolCount: 0
run_status:
  status: "complete, no violations"
## layout make-up
cell class | instances | area share, %
Tap cell | 129 | 4.51
Inverter | 28 | 2.94
Timing Repair Buffer | 54 | 15.0
Clock buffer | 3 | 1.15
Sequential cell | 35 | 21.3
Multi-Input combinational cell | 284 | 55.0
Clock inverter | 1 | 0.140
## cells in the final DEF (no fill, tap or decap), types with 2 or more instances in the layout
cell,Yosys,final
clkdlybuf4s50_1,0,53
ha_1,39,39
nor2_1,36,36
inv_1,27,27
nand2_1,26,26
o21ai_0,25,25
dfxtp_1,23,23
a21oi_1,22,22
conb_1,2,16
nor2b_1,12,12
dfrtp_1,12,12
xor2_1,8,8
xnor2_1,7,7
and2_1,7,7
nand3_1,6,6
a31oi_1,6,6
a21o_1,5,5
nand2b_1,5,5
mux2_2,5,5
nor3_1,5,5
a211oi_1,5,5
o21a_1,4,4
o211ai_1,4,4
and3_1,3,3
mux2i_1,3,3
nand4_1,3,3
clkbuf_8,0,3
a22oi_1,2,2
o221ai_1,2,2
or2_2,2,2
nand4_2,2,2
or4_4,2,2
or3_1,2,2
fa_1,2,2
## worst max-delay path, delay by kind of cell
family / cells / cell delay [ns]
adder cells (fa/ha/maj): 1 / 0.29
AND/OR/NAND/NOR: 2 / 0.26
buffers and inverters: 3 / 1.13
## path summary, 6_finish.rpt
| path | startpoint | end | cells past startpoint |
|---|---|---|---|
| setup / recovery | SW[3] | HEX1[3] | 6 |
| hold / removal | btn_sync_0 | btn_sync_1 | 0 |
| setup reg to reg | counter[0] | counter[1] | 6 |
| hold reg to reg | btn_sync_0 | btn_sync_1 | 0 |
## sequential cells by signal (all words and copies together), names as in the netlist
register	cells
stage2	5
btn_sync_0	1
push_clk	1
btn_sync_1	1
counter	20
stage1A	4
stage1B	3
## cell families (layout without fill, tap and decap cells)
logic type / after synthesis / count (layout) / share of synthesized area (%)
flops: 35 / 35 / 25.7
mux: 8 / 8 / 2.92
buf+inv: 58 / 86 / 9.64
compound gates: 88 / 88 / 18.9
fa+ha+maj: 42 / 42 / 18.2
simple gates: 115 / 115 / 20.0
other cells: 2 / 16 / 0.254
xor+xnor: 15 / 15 / 4.44
## where the power goes
part	switching, mW	leakage [nW]	internal, mW
logic	0.0274	1.20	0.0420
registers	0.00261	0.328	0.187
clock network	0.0610	0.0255	0.0557
total	0.0910	1.55	0.284
## metrics by stage
step / setup slack, ns / std cells / power (mW) / utilization, %
floorplan: 2.43 / 377 / 0.229 / -
global placement: 1.31 / 530 / 0.264 / 37.5
detailed placement: 1.32 / 530 / 0.264 / 37.5
CTS: 1.31 / 534 / 0.382 / 38.0
global route: 1.21 / 534 / 0.399 / 38.0
finish: 1.31 / 534 / 0.375 / 38.0
## layer usage
| metal | vias to the layer above | wire (um) | global-route usage, % |
|---|---|---|---|
| met4 | 0 | 14 | 0.334 |
| met1 | 1089 | 2740 | 16.2 |
| met5 | - | 0 | 0 |
| li1 | 1292 | - | - |
| met3 | 2 | 249 | 1.68 |
| met2 | 49 | 2550 | 19.7 |
Power and IR drop assume default switching activity.
