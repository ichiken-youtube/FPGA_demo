==> flow/design.v <==
module TopModule(
	input [9:0]SW,
	output [9:0]LED 
	);
	wire [5:1]wC; 
	fullAdder fa1(SW[0], SW[5], 0, wC[1], LED[0]);
	fullAdder fa2(SW[1], SW[6], wC[1], wC[2], LED[1]);
	fullAdder fa3(SW[2], SW[7], wC[2], wC[3], LED[2]);
	fullAdder fa4(SW[3], SW[8], wC[3], wC[4], LED[3]);
	fullAdder fa5(SW[4], SW[9], wC[4], LED[5], LED[4]);
endmodule
module fullAdder(input a, input b, input cin, output co, output sum);
	wire wHA1s, wHA1c, wHA2c;
	halfAdder ha1(a, b, wHA1c, wHA1s);
	halfAdder ha2(wHA1s, cin, wHA2c, sum);
   orModule or1(wHA1c, wHA2c, co);
endmodule
module halfAdder(input a, input b, output co, output sum);
    xorModule u1(a, b, sum);
    andModule u2(a, b, co);
endmodule
module andModule(input a, input b, output q);
	assign q = a & b;
endmodule
module xorModule(input a, input b, output q);
	assign q = a ^ b;
endmodule
module orModule(input a, input b, output q);
	assign q = a | b;
endmodule
==> flow/run.sh <==
#!/bin/bash
# OpenROAD 26Q1-2900-gdf79404cd8, Yosys 0.63+post, stock flow scripts
make -C /OpenROAD-flow-scripts/flow DESIGN_CONFIG=/design/flow/config.mk WORK_HOME=/design/flow/orfs finish
==> flow/config.mk <==
export PLATFORM = sky130hd
export DESIGN_NAME = TopModule
export DESIGN_NICKNAME = TopModule
export VERILOG_FILES = /design/flow/design.v
export SDC_FILE = /design/flow/constraint.sdc
export NUM_CORES = 4
export LEC_CHECK = 1
export CORE_AREA = 10 10 70 70
export DIE_AREA = 0 0 80 80
==> flow/constraint.sdc <==
current_design TopModule

set clk_period 2.7
set clk_io_pct 0.2

create_clock -name clk0 -period $clk_period

set non_clock_inputs [all_inputs -no_clocks]
set_input_delay [expr $clk_period * $clk_io_pct] -clock clk0 $non_clock_inputs
set_output_delay [expr $clk_period * $clk_io_pct] -clock clk0 [all_outputs]
==> job_summary.md <==
## Implementation flow summary

| Metric | Value |
|---|---|
| Run status | finished with violations |
| Clock buffers | 0 |
| Placed Instances | 76 |
| Routed vias | 138 |
| Drt first pass iters | 1 |
| Routed Wire Length | 534 um |
| Yosys warns | 5 |
| Final core occ | 10.6% |
| Part of the power in the clock network | 0% |
| Max-cap violations | 0 |
| Total gr overflow | 0 |
| P&R area growth vs syn | 90.1% |
| Ys cells | 21 |
| P per Cell Area | 175 mW/mm2 |
| Non-filler instance count after layout | 76 |
| Number of fill cells | 405 |
| Gate Area | 130 um2 |
| Final GP Congestion | 0.804 |
| Final hold viol count | 0 |
| RSZ-0062 raised after global routing | yes |
| Comb pwr share | 100.0% |
| Area reported by Yosys stat | 190 um2 |
| VDD IR max | 0.0465 mV |
| Cells after Synth | 21 |
| ANT nets after route | 0 |
| Critical path class | in -> out |
| Synth Seq Share | 0% |
| F_max | 335 MHz |
| Row count | 21 |
| Internal Pwr Total | 44.2 uW |
| Worst EP required | 2.16 ns |
| Post-CTS Setup Repair Bufs | 0 |
| WL/cell | 7.03 um |
| Share of cells above drive strength 1 | 46.7% |
| Yosys cell types | 5 |
| Placed cell areas | 349 um2 |
| FP Util | 5.57% |
| Input/output buffers | 16 |
| Syn Area/Cell | 9.06 um2 |
| Switching share of total power | 30.1% |
| Critical Path Fanout Max | 1 |
| Final slew viol count | 0 |
| Psw | 19.1 uW |
| Die Area | 0.00640 mm2 |
| Post-Route Setup TNS | -0.307 ns |
| Initial antenna violation count | 0 |
| Die height | 80 um |
| Lkg Pwr | 0.143 nW |
| Final setup viols | 2 |
| Failing checks | setup timing |
| Drt initial violations | 0 |
| Core area | 0.00342 mm2 |
| OpenROAD warning count | 35 |
| CP startpoint kind | input port |
| Critical path capture point type | output port |
| Minimum clock period | 2.99 ns |
| Flops | 0 |
| Fin area | 362 um2 |
| Sequential cell area | 0 um2 |
| Chip width | 80 um |
| DP HPWL | 524 um |
| I/O Pins | 20 |
| Syn Std Cell Area | 190 um2 |
| Final WS setup | -0.287 ns |
| GRT Overall Usage | 1.65% |
| Hold WC Path Type | in -> out |
| Seq pwr share | 0% |
| Hold_ws | 1.71 ns |
| Hold buffers post-CTS | 0 |
| Antenna cells | 0 |
| Pin count of the biggest net entering global routing | 2 |
| Final period util | 111% |
| Drt drc | 0 |
| Vias in the first global route | 174 |
| Crit path arrival time | 2.45 ns |
| Drt via density | 1.82 |
| First-pass GRT wire length | 855 um |
-- critical path, cell delays in order --
cell and delay (ns):
buf_6 0.10, ha_4 0.14, fa_2 0.33, fa_2 0.36
fa_2 0.34, inv_2 0.06, fa_2 0.43, inv_2 0.06
buf_6 0.08
-- layout by cell type, fill, tap and decap left out --
master	synthesis	layout
inv_2	0	3
ha_4	0	1
clkdlybuf4s15_1	0	1
conb_1	1	4
fa_2	0	4
clkdlybuf4s50_1	0	9
inv_1	5	2
buf_2	0	1
buf_6	0	4
clkbuf_2	0	1
-- power by group through the flow --
stage | logic [mW] | registers (mW) | clock network, mW
final | 0.0632 | 0 | 0
after global routing | 0.0731 | 0 | 0
after CTS | 0.0620 | 0 | 0
-- final timing paths --
path,startpoint,end,slack (ns),depth (start not counted)
max,SW[0],LED[4],-0.29,9
min,SW[5],LED[0],1.71,3
-- what timing repair did --
action	4_1_cts	5_1_grt
pin swaps	5	5
endpoints found under the setup margin	4	4
resized	28	5
-- per-stage QoR --
step                      power [mW]  setup WS, ns
after floorplan               0.0326        -0.186
after global placement        0.0609         -1.10
after detailed placement      0.0619         -1.14
after CTS                     0.0620        -0.421
after global routing          0.0731        -0.380
final                         0.0632        -0.287
-- final cells by class --
class	instances	share of cell area, %
Timing Repair Buffer	16	42.9
Multi-Input combinational cell	9	36.0
Tap cell	46	15.9
Inverter	5	5.19
-- synth_stat cells --
library cell / n / share of area, %
buf_4: 10 / 39
inv_1: 5 / 9.9
fa_1: 4 / 42
conb_1: 1 / 2.0
ha_1: 1 / 6.6
-- cell families after synthesis --
logic type	share of synthesized area, %
adders and majority gates	48.7
other	1.97
buffers and inverters	49.3
-- layer usage --
metal  share of wire, %  up-vias  global-route usage (%)
li1                   -       62                       -
met1                 57       58                    2.35
met2                 28       18                    2.17
met3                 15        0                    1.02
met4                  0        0                       0
met5                  0        -                       0
Power is estimated from default activity; no workload was simulated.
